===== config.mk =====
export PLATFORM = sky130hd
export DESIGN_NAME = synchronizer
export DESIGN_NICKNAME = synchronizer
export VERILOG_FILES = /design/flow/design.v
export SDC_FILE = /design/flow/constraint.sdc
export NUM_CORES = 4
export LEC_CHECK = 1
export CORE_AREA = 10 10 70 70
export DIE_AREA = 0 0 80 80

===== constraint.sdc =====
current_design synchronizer

set clk_period 1.0
set clk_io_pct 0.2

create_clock -name clk0 -period $clk_period [get_ports {clk}]

set non_clock_inputs [all_inputs -no_clocks]
set_input_delay [expr $clk_period * $clk_io_pct] -clock clk0 $non_clock_inputs
set_output_delay [expr $clk_period * $clk_io_pct] -clock clk0 [all_outputs]

===== design.v =====
module synchronizer(input logic clk, reset, 
					input logic [3:0] row,
					input  logic [3:0] col,
					output logic [3:0] col_sync,
					output logic [3:0] row_sync);					
    logic [3:0] col1;
	logic [3:0] row1;
   always_ff @(posedge clk, negedge reset) begin
        if (reset==0) begin
            col1     <= 4'b0000;
            col_sync <= 4'b0000;  
			row1     <= 4'b0000;
			row_sync <= 4'b0000;
        end else begin
           col1     <= col;
            col_sync <= col1;
			row1     <= row;
			row_sync <= row1;
        end
    end
endmodule

===== run.sh =====
#!/bin/bash
# OpenROAD 26Q1-2900-gdf79404cd8, Yosys 0.63+post, stock flow scripts
make -C /OpenROAD-flow-scripts/flow DESIGN_CONFIG=/design/flow/config.mk WORK_HOME=/design/flow/orfs finish

==> flow_summary.json <==
{
  "ys_warn_count": 1,
  "vias_per_cell": 2.422,
  "grt_pass1_vias": 216,
  "power_density_mw_per_mm2": 1671,
  "drv_cap": 0,
  "cp_slowest_cell": "dfrtp_1",
  "ys.flops": 16,
  "drtIter0Drc": 21,
  "fin_worst_skew_ns": 0.0001116,
  "cp-end-kind": "primary output",
  "initial_core_util_pct": 11.72,
  "stdcell_area_um2": 630.6,
  "cp_top_family": "flip-flops",
  "cp_num_buf_inv": 1,
  "top_cells_by_count": "16 x dfrtp_1",
  "die_x_um": 80,
  "comb_cells": 0,
  "vias": 201,
  "setup_tns_ns": 0,
  "area_growth_syn_to_layout_pct": 57.50,
  "cp.required_ns": 0.80,
  "insertion_delay_ns": 0.27,
  "grt_remaining_overflow": 0,
  "async_flop_share_pct": 100.0,
  "warning_count": 25,
  "pre_cts_slack_ns": 0.03338,
  "area.combinational_um2": 0,
  "clock_path_buffers": 2,
  "power_mw": 1.054,
  "placed_area_um2": 648.1,
  "drv_slew": 0,
  "slew_headroom_pct": 92.82,
  "syn_avg_cell_area_um2": 25.02,
  "clk_pin_slew_ns": 0.08,
  "rows": 21,
  "hold_buffers": 0,
  "top_cell_area_share_pct": 100.0,
  "cp_cell_sequence": "buf_2",
  "setup_viol": 0,
  "die_h_um": 80,
  "antennaDiodeCount": 0,
  "worst_slack_ns": 0.06200,
  "most_common_cell": "dfrtp_1",
  "finalCritPeriodShare_pct": 93.80,
  "ios": 18,
  "crit_fanout": 1,
  "top_area_cell": "dfrtp_1",
  "dieArea_mm2": 0.006400,
  "drive_gt1_share_pct": 32.43,
  "postSynthSeqShare_pct": 100.0,
  "drt_pass1_iterations": 2,
  "status": "finished, final reports clean",
  "synthTopCellsByArea": "dfrtp_1 100%",
  "netlist-cell-type-count": 1,
  "yosys_area_um2": 400.4,
  "fmax_mhz": 1066,
  "wirelength_um": 684,
  "cts_root_buf": "clkbuf_4",
  "tritoncts": "built",
  "hold_slack_ns": 0.2470,
  "max_stage_delay_ns": 0.36,
  "grt_max_degree": 17,
  "timing.hold.worst.class": "in2async",
  "worstMarginPinSlew_ns": 0.1074,
  "cts_sinks": 16,
  "drc": 0,
  "ys_cells": 16,
  "crit_type": "reg2out",
  "ff_type": "dfrtp_1",
  "antenna_found_initial": 0,
  "irDropWorstVdd_uv": 334.8,
  "antenna_left": 0,
  "period_needed_ns": 0.9380,
  "wl_per_cell_um": 8.241,
  "edf_count": 0,
  "numCtsBuffers": 3,
  "coreArea_mm2": 0.003416,
  "synth_area_um2": 400.4,
  "grt_pass1_wl_um": 945,
  "cp_data_arrival_time_ns": 0.74,
  "leakage_nw": 0.2763,
  "critPathLaunchType": "flop",
  "hold_viol": 0,
  "syn_inst": 16,
  "grtUsageTotal_pct": 1.925,
  "h-tree-depth": 1,
  "portBuffers": 17,
  "rsz0062_at_grt": "false",
  "place.gp.congestion": 0.6509
}
## cell families (layout without fill, tap and decap cells)
| group | after synthesis | after routing | share of synthesized area [%] |
|---|---|---|---|
| flops | 16 | 16 | 100.0 |
| buf+inv | 0 | 21 | 0 |
## repair_timing
| item | CTS | global route |
|---|---|---|
| buffers inserted | 0 | 0 |
| gates resized | 24 | 0 |
| endpoints found under the setup margin | 8 | 0 |
## per-stage QoR
stage                     util [%]  std cells
after floorplan                  -         16
after global placement       18.97         80
after detailed placement     18.97         80
after CTS                    18.46         83
after global routing         18.46         83
final                        18.46         83
## layout by cell type (no fill, tap or decap)
cell type and n:
buf_2 8, clkdlybuf4s50_1 9, clkbuf_4 3, buf_12 1, dfrtp_1 16
## area by class of cell
cell class	instances	area (um2)
Clock buffer	3	22.52
Sequential cell	16	400.4
Timing Repair Buffer	18	150.1
Tap cell	46	57.56
Fill cell	375	2785
## power by group
part / total (mW) / switching, mW / internal (mW)
Sequential: 0.685 / 0.00611 / 0.678
Combinational: 0.0678 / 0.0193 / 0.0485
Clock: 0.301 / 0.162 / 0.139
Total: 1.05 / 0.187 / 0.866
## registers in the layout, summed over array words and instances, names as in the netlist
signal    cells
col1          4
col_sync      4
row1          4
row_sync      4
## per-layer routing
metal / part of all wire [%] / up-vias / track usage [%]
met2: 49 / 13 / 3.210
met3: 17 / 4 / 1.591
met4: 7.2 / 0 / 1.585
li1: - / 90 / -
met5: 0 / - / 0
met1: 27 / 94 / 1.315
## worst paths after layout
| kind | from | to | slack, ns | cells after the start |
|---|---|---|---|---|
| min in group clk0 | col1[0]$_DFF_PN0_ | col_sync[0]$_DFF_PN0_ | 0.35 | 0 |
| max in group asynchronous | reset | row1[3]$_DFF_PN0_ | 0.64 | 2 |
| setup / recovery | row_sync[0]$_DFF_PN0_ | row_sync[0] | 0.06 | 1 |
| setup reg to reg | col1[3]$_DFF_PN0_ | col_sync[3]$_DFF_PN0_ | 0.53 | 0 |
| hold / removal | reset | col_sync[1]$_DFF_PN0_ | 0.25 | 2 |
| hold reg to reg | col1[0]$_DFF_PN0_ | col_sync[0]$_DFF_PN0_ | 0.35 | 0 |
Power figures rest on the tool's default switching activity, not on a simulated workload.
