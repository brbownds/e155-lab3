--- flow/constraint.sdc ---
current_design keyscan

set clk_period 1.9
set clk_io_pct 0.2

create_clock -name clk0 -period $clk_period [get_ports {clk}]

set non_clock_inputs [all_inputs -no_clocks]
set_input_delay [expr $clk_period * $clk_io_pct] -clock clk0 $non_clock_inputs
set_output_delay [expr $clk_period * $clk_io_pct] -clock clk0 [all_outputs]
--- flow/design.v ---
module keyscan (
    input  logic       clk,
    input  logic       reset,
    input  logic [3:0] col,              
    output logic [3:0] row, led,         
    input  logic [3:0] row_pressed,      
    input  logic       debounced,        
    output logic       debounce_en,      
    output logic       drive_en          
);
    typedef enum logic [4:0] {
        R0_IDLE, R0_WAIT, R0_HOLD,
        R1_IDLE, R1_WAIT, R1_HOLD,
        R2_IDLE, R2_WAIT, R2_HOLD,
        R3_IDLE, R3_WAIT, R3_HOLD,
        DRIVE
    } statetype;
    statetype state, nextstate;
    logic [1:0] settle_cnt;          
    logic       settle_done;         
    logic [3:0] button_pressed;      
    logic       exact1_button;       
    logic       if_0, if_1, if_2, if_3;
    always_ff @(posedge clk, negedge reset) begin
        if (reset==0) begin
            state          <= R0_IDLE;
            button_pressed <= 0;
            exact1_button  <= 0;
            settle_cnt     <= 0;
        end
        else begin
            state          <= nextstate;
            exact1_button  <= ($onehot(col));
			if((state == R0_IDLE)||(state == R1_IDLE)||(state == R2_IDLE)||(state == R3_IDLE))
				button_pressed <= col;
			else
				button_pressed <= (^col);
            if (((state == R0_IDLE)||(state == R1_IDLE)||(state == R2_IDLE)||(state == R3_IDLE)) && !settle_done)
                settle_cnt <= settle_cnt + 1;
            else
                settle_cnt <= 0;
        end
    end
    assign settle_done = (settle_cnt == 2);
    assign if_0 = row_pressed[0];
    assign if_1 = row_pressed[1];
    assign if_2 = row_pressed[2];
    assign if_3 = row_pressed[3];
    assign led = row;
    always_comb begin
        nextstate = state;
         case (state)
            R0_IDLE:  nextstate = settle_done ? (exact1_button ? R0_WAIT : R1_IDLE) : R0_IDLE;
            R0_WAIT:  nextstate = debounced ? DRIVE : R0_WAIT;
            R0_HOLD:  nextstate = ((button_pressed & col) == 0) ? R1_IDLE : R0_HOLD;
            R1_IDLE:  nextstate = settle_done ? (exact1_button ? R1_WAIT : R2_IDLE) : R1_IDLE;
            R1_WAIT:  nextstate = debounced ? DRIVE : R1_WAIT;
            R1_HOLD:  nextstate = ((button_pressed & col) == 0) ? R2_IDLE : R1_HOLD;
            R2_IDLE:  nextstate = settle_done ? (exact1_button ? R2_WAIT : R3_IDLE) : R2_IDLE;
            R2_WAIT:  nextstate = debounced ? DRIVE : R2_WAIT;
            R2_HOLD:  nextstate = ((button_pressed & col) == 0) ? R3_IDLE : R2_HOLD;
            R3_IDLE:  nextstate = settle_done ? (exact1_button ? R3_WAIT : R0_IDLE) : R3_IDLE;
            R3_WAIT:  nextstate = debounced ? DRIVE : R3_WAIT;
            R3_HOLD:  nextstate = ((button_pressed & col) == 0) ? R0_IDLE : R3_HOLD;
            DRIVE: begin
                if (exact1_button) begin
                    if      (if_0) nextstate = R0_HOLD;
                    else if (if_1) nextstate = R1_HOLD;
                    else if (if_2) nextstate = R2_HOLD;
                    else if (if_3) nextstate = R3_HOLD;
                    else           nextstate = R0_IDLE;
                end
                else
                    nextstate = R0_IDLE;
            end
            default: nextstate = R0_IDLE;
        endcase
    end
    always_comb begin
         case (state)
            R0_IDLE, R0_WAIT, R0_HOLD: row = 4'b0001;
            R1_IDLE, R1_WAIT, R1_HOLD: row = 4'b0010;
            R2_IDLE, R2_WAIT, R2_HOLD: row = 4'b0100;
            R3_IDLE, R3_WAIT, R3_HOLD: row = 4'b1000;
            default: row = 4'b1111;
        endcase
    end
	assign debounce_en = ((state == R0_WAIT)||(state == R1_WAIT)||(state == R2_WAIT)||(state == R3_WAIT));
    assign drive_en    = (state == DRIVE);
endmodule
--- flow/config.mk ---
export PLATFORM = sky130hd
export DESIGN_NAME = keyscan
export DESIGN_NICKNAME = keyscan
export VERILOG_FILES = /design/flow/design.v
export SDC_FILE = /design/flow/constraint.sdc
export NUM_CORES = 4
export LEC_CHECK = 1
export CORE_AREA = 10 10 87 87
export DIE_AREA = 0 0 97 97
--- flow/run.sh ---
#!/bin/bash
# OpenROAD 26Q1-2900-gdf79404cd8, Yosys 0.63+post, stock flow scripts
make -C /OpenROAD-flow-scripts/flow DESIGN_CONFIG=/design/flow/config.mk WORK_HOME=/design/flow/orfs finish
==> summary.rpt <==
================================================================================
Buffer depth of the longest clock path                                         2
Leak Pwr                                                               0.7720 nW
Avg Synthesized Cell Area                                            8.758 sq um
Post-synthesis cell count from yosys                                         119
Maximum vdd ir drop                                                  0.0004147 V
CP Data Required Time                                                    1990 ps
Outcome                                                             finished clean
Residual DRC                                                                   0
Number of synthesized register bits                                           11
Dominant cell type by area after synthesis                          sky130_fd_sc_hd__dfrtp_1
# port buffers                                                                20
Cell Rows                                                                     27
Worst-case hold slack                                                   428.8 ps
Final critical path time including I/O delays and setup                  1847 ps
Chip Height                                                           97 microns
Maximum clock frequency                                                541.6 MHz
Area growth from synthesis to final layout                                57.26%
Count of filler cells inserted in the layout                                 575
Vias after detailed routing                                                 1039
Number of diodes                                                               0
TritonCTS clock tree                                                       built
Routed wirelength normalized by instance count                      12.20 microns
Type of the worst setup path                                          reg -> reg
Peak fanout along the critical path                                            9
Half-perimeter wire length of the detailed placement result         2261 microns
Synth top cells by count                                            11 x sky130_fd_sc_hd__dfrtp_1, 11 x sky130_fd_sc_hd__inv_1, 8 x sky130_fd_sc_hd__nor2_1, 7 x sky130_fd_sc_hd__nand2_1
CTS clock-pin slew for the worst setup and hold paths                      50 ps
Cell-by-cell trace of the critical path                             buf_4, and4bb_4, buf_4, o2111ai_2, o311ai_1, or4b_1
Storage cell area                                                    280.3 sq um
Drt total wl                                                        2978 microns
Power Density                                                       1385 mW/mm^2
Remaining antenna violation count                                              0
Setup clock skew after layout                                          0.3357 ps
Post-synthesis cell count                                                    119
Core Density at Floorplan                                                 18.47%
Ranking of synthesized cells by area                                sky130_fd_sc_hd__dfrtp_1 26%, sky130_fd_sc_hd__a22oi_4 4.1%, sky130_fd_sc_hd__inv_1 4.0%
Iteration count of the initial detailed-routing pass                           4
Placed cells                                                                 228
Die Area                                                            0.009409 sq mm
Slew Limit Headroom                                                       67.03%
Netlist cell types                                                            48
Slew Limit Fails                                                               0
Horizontal die size                                                   97 microns
Nature of the critical path endpoint                                   flip-flop
Gate Area                                                            673.1 sq um
Yosys Chip Area                                                     0.001042 sq mm
Kind of path behind the tightest hold check                           reg -> reg
Hold Buf Count CTS                                                             0
Max_cap viols                                                                  0
Area leader share                                                         26.41%
Worst-Skew Late Latency                                                   230 ps
Post-route fraction of the period consumed by the critical path           97.19%
Proportion of layout cells with a drive suffix above 1                    38.95%
Total global-route track usage                                            6.259%
Wire length of the first global-routing pass                        5092 microns
EDFF count, synth                                                              0
Crit path max-delay cell type                                       sky130_fd_sc_hd__or4b_1
Flip-flop cell with the highest count after synthesis               sky130_fd_sc_hd__dfrtp_1
Most used cell along the critical path                              sky130_fd_sc_hd__buf_4
CTS H-tree lvls                                                                1
Maximum number of pins on one net before global-route repair                  12
GRT Residual Overflow                                                          0
Arrival time of the worst setup path                                     1940 ps
Async set or reset register ratio after synthesis                         100.0%
Iteration-0 DRC count of the detailed router                                  87
Yosys warning total                                                            1
Type of origin of the critical path                                    flip-flop
Fin. Hold Viols                                                                0
Core Region                                                         0.005642 sq mm
Final cell count without fillers                                             244
Proportion of synthesized chip area in sequential cells                   26.41%
Biggest cell delay along the critical path                                530 ps
Vias/cell                                                                  4.258
Root buffer cell                                                    sky130_fd_sc_hd__clkbuf_8
Area of the mapped netlist                                          0.001042 sq mm
CTS buffer count                                                               3
GP Congestion                                                             0.8430
Worst slew pin tran                                                     493.0 ps
Setup repair after global routing missed its margin                        false
Number of endpoints failing setup at the final stage                           0
Tool warnings                                                                 26
Clock Sink Count                                                              11
I/O pin cnt                                                                   21
Number of antenna violations at the first check in global routing              0
Via count of the first global-routing pass                                  1082
================================================================================
final timing paths:
kind | startpoint | end | slack (ps) | cells past startpoint
max | state[3] | state[0] | 50 | 6
min | settle_cnt[0] | settle_cnt[0] | 430 | 1
max reg2reg | state[3] | state[0] | 50 | 6
min reg2reg | settle_cnt[0] | settle_cnt[0] | 430 | 1
max in group asynchronous | reset | state[2] | 1060 | 1
min in group asynchronous | reset | button_pressed[2] | 480 | 1
cell type report:
class	count	area share (%)
Clock buffer	4	2.748
Inverter	12	2.748
Multi-Input combinational cell	83	41.07
Sequential cell	11	17.10
Tap cell	72	5.496
Timing Repair Buffer	62	30.84
power by group:
part | total (W) | internal [W] | switching, W | leakage (nW)
combinational | 0.00162 | 0.000914 | 0.000707 | 0.613
sequential | 0.000421 | 0.000339 | 0.0000820 | 0.136
clock | 0.000228 | 0.000147 | 0.0000813 | 0.0228
timing repair:
action / CTS / global route
resized: 31 / 4
endpoints found under the setup margin: 11 / 9
cloned: 0 / 0
pin swaps: 5 / 1
setup buffers: 10 / 2
per-stage QoR:
step | setup slack (ps) | util (%) | setup TNS (ps) | instance area [sq um] | power (W)
finish | 53.45 | 29.05 | 0 | 1639 | 0.002271
CTS | -9.957 | 28.50 | -9.957 | 1608 | 0.002215
floorplan | 238.8 | - | 0 | 1042 | 0.001234
global route | 6.733 | 29.05 | 0 | 1639 | 0.002468
detailed placement | -359.5 | 26.08 | -840.5 | 1471 | 0.001852
global placement | -286.2 | 26.08 | -679.3 | 1471 | 0.001854
cells in the final DEF (no fill, tap or decap), drive strengths merged, types with 2 or more instances in the layout:
cell	instances
dlygate4sd2	10
a22oi	2
buf	43
a21oi	3
o31ai	2
a2bb2oi	2
ha	3
nand4	2
nor2b	2
o22a	2
nor2	8
clkbuf	4
dfrtp	11
o2111ai	3
a21o	2
nand3b	2
o211ai	4
xnor2	3
nor3	3
clkdlybuf4s50	9
nand2	7
a31oi	2
o21ai	5
nand2b	4
inv	12
nor3b	4
worst max-delay path: cells and delay by family, from the launching register on:
family / cells / cell delay [ps]
buffers and inverters: 2 / 310
flip-flops: 1 / 450
AND/OR/NAND/NOR: 2 / 740
AND-OR/OR-AND: 2 / 210
sequential cells by signal, indices dropped and copies added, names as in the netlist:
| register | cells |
|---|---|
| state | 4 |
| settle_cnt | 2 |
| button_pressed | 4 |
| exact1_button | 1 |
cells by family after synthesis:
group | after synthesis | share of synthesized area, %
compound gates | 37 | 30.37
xor+xnor | 4 | 3.362
fa+ha+maj | 4 | 5.523
buf+inv | 25 | 12.60
flops | 11 | 26.41
simple gates | 38 | 21.73
metal layers:
metal / vias up / share of wire [%] / track usage, %
met5: - / 0 / 0
met4: 0 / 0.30 / 0.4510
met3: 2 / 4.6 / 1.719
met2: 21 / 48 / 10.74
met1: 477 / 47 / 7.916
li1: 539 / - / -
No activity file was given, so power comes from the tool's default toggle rates.
