File: /design/flow/run.sh
#!/bin/bash
# OpenROAD 26Q1-2900-gdf79404cd8, Yosys 0.63+post, stock flow scripts
make -C /OpenROAD-flow-scripts/flow DESIGN_CONFIG=/design/flow/config.mk WORK_HOME=/design/flow/orfs finish
File: /design/flow/config.mk
export PLATFORM = sky130hd
export DESIGN_NAME = debouncer
export DESIGN_NICKNAME = debouncer
export VERILOG_FILES = /design/flow/design.v
export SDC_FILE = /design/flow/constraint.sdc
export NUM_CORES = 4
export LEC_CHECK = 1
export CORE_AREA = 10 10 92 92
export DIE_AREA = 0 0 102 102
File: /design/flow/constraint.sdc
current_design debouncer

set clk_period 5.7
set clk_io_pct 0.2

create_clock -name clk0 -period $clk_period [get_ports {clk}]

set non_clock_inputs [all_inputs -no_clocks]
set_input_delay [expr $clk_period * $clk_io_pct] -clock clk0 $non_clock_inputs
set_output_delay [expr $clk_period * $clk_io_pct] -clock clk0 [all_outputs]
File: /design/flow/design.v
module debouncer (
    input  logic clk,
    input  logic reset,         
    input  logic debounce_en,   
    output logic debounced      
);
    logic [24:0] db_counter;
    always_ff @(posedge clk, negedge reset) begin
        if (reset==0) begin
            db_counter <= 0;
            debounced  <= 1'b0;
        end 
        else begin
            if (debounce_en) begin
                if (db_counter == 6) begin
                    db_counter <= 0;
                    debounced  <= 1;
                end 
                else begin
                    db_counter <= db_counter + 1;
                    debounced  <= 0;
                end
            end 
            else begin
                db_counter <= 0;
                debounced  <= 0;
            end
        end
    end
endmodule
==> changes_impl.md <==
### Implementation results

* Status: finished clean
* Buf+Inv Stages, Crit Path at 1
* Tmin final at ~2200 ps
* Async S/R FF share, synth at 100%
* Leading area contributor after synthesis: dfrtp_1
* Core Region at 6460 sq um
* Routed via count at between 1000 and 1500
* Type of the worst min-delay path: reg2reg
* Period Utilization, post-route at approximately two fifths
* Worst Path Required at 4560 ps
* Crit-path slowest cell: clkdlybuf4s50_1
* Vias in the first global route at 1016
* Ys cells at 141
* Critical path's top delay family: buffers and inverters
* Initial drt markers at 73
* Via density at 4.73
* Comb gate area at 669 sq um
* I/O pin cnt at 4
* Post-CTS setup buffers at 0
* Clk latency late pin at ~270 ps
* Worst path max stage delay at ~450 ps
* GRT Util Overall at around 5.5%
* Initial antenna violation count at 0
* CP Capture Type: output port
* First-pass GRT wire length at 4830 um
* Sequential cell area at 651 sq um
* Min-delay src: db_counter[0]$_DFF_PN0_
* Layout Cells excl Fill at ~220
* Max Fclk at 455 MHz
* Pwr/cell area at 231 nW/um^2
* Worst Setup Path Type: reg2out
* Pin count of the biggest net entering global routing at 27
* GPL Wtd Cong at between 0.7 and 0.8
* Critical R2R Launch: db_counter[0]$_DFF_PN0_
* Area leader share at around 47%
* Most common reg cell: dfrtp_1
* Register bit total from synthesis at 26
* Crit path launch: debounced$_DFF_PN0_
* Die height at 102 um
* CTS Buffer Depth at 2
* RSZ-0062 raised after global routing: false
* Final setup violation count at 0
* Post-synth seq share at a little under half
* Full die area at 10400 sq um
* Syn-to-layout area delta at 13.0%
* Pwr Total at 0.000358 W
* Startpoint types: flip-flop
* Max-cap violation count at 0
* Final Skew at 5.96 ps
* Die Wd at 102 um
* Detailed Routing Iterations Pass 1 at 4
* Leak pwr at 0.624 nW
* Share of layout cells above drive strength 1 at 4.86%
* Top post-synthesis cells by count: 26 x dfrtp_1, 14 x nor2_1, 11 x a21oi_1, 10 x xor2_1, 9 x nand4_1
* CTS clock-pin slew for the worst setup and hold paths at ~100 ps
* Mapped Area at 1370 sq um
* Worst slew pin tran at approximately 380 ps
* Detailed Route WL at ~2700 um
* Final hold viol count at 0
* Mean Syn Cell Area at between 9 and 10 sq um
* Mean routed wirelength per cell at 12.1 um
* Chip Area, Yosys at about 1400 sq um
* CTS sink count at 26
* Post-Route Setup TNS at 0 ps
* Floorplan utilization at between 20% and 30%
* I/O Buffers at 3
* CTS Buf Count at 3
* Ys Warns at 1
* Synthesized instance count at about 140
* Remaining Overflow, GRT at 0
* Post-cts sizing count at 0
* VDD IR-drop max at 0.237 mV
* Post-layout util at roughly a quarter
* # hold bufs at CTS at 0
* H-tree depth at 1
* FP Rows at 29
* CTS tree: done
* R2R setup slack at between 3000 and 4000 ps
* Distinct lib cells used at 28
* Ant. Diodes at 0
* Clock root cell: clkbuf_8
* Tool warnings at 26
* Max Slew Vio Count at 0
* Top cells by area: dfrtp_1 47%, xor2_1 6.4%, nand4_1 4.1%
* CP arrival at 1060 ps
* DRC Markers at 0
* CP max FO at 1
* Cell Chain, Critical Path: clkdlybuf4s50_1
* Relative slew slack at 74.6%
* Post-route ant nets at 0
* Placed Cells at 217
* HPWL Detailed at about 1800 um
* Post-synth EDFFs at 0
* Fill count at 680
* Most frequent cell after synthesis: dfrtp_1
==> worst paths after layout <==
check	to	cells after the start
max	debounced	1
min	db_counter[0]$_DFF_PN0_	1
max reg2reg	db_counter[16]$_DFF_PN0_	5
min reg2reg	db_counter[0]$_DFF_PN0_	1
max in group asynchronous	db_counter[15]$_DFF_PN0_	2
min in group asynchronous	db_counter[22]$_DFF_PN0_	2
==> state kept, by name (all words and copies together) (netlist names) <==
signal / cells
db_counter: 25
debounced: 1
==> cells by family after synthesis <==
kind of cell / after synthesis / share of synthesized area [%]
simple gates: 68 / 29.9
compound gates: 23 / 9.50
fa+ha+maj: 2 / 1.83
flops: 26 / 47.5
xor+xnor: 12 / 7.67
buf+inv: 10 / 3.65
==> per-stage QoR <==
| step | hold slack [ps] | worst slack (ps) | area (sq um) |
|---|---|---|---|
| final | 534 | 3500 | 1550 |
| after global routing | 570 | 3450 | 1550 |
| after CTS | 534 | 3480 | 1550 |
| after detailed placement | 519 | 3530 | 1480 |
| after global placement | 520 | 3560 | 1480 |
| after floorplan | 485 | 3960 | 1370 |
==> cells in the final DEF (no fill, tap or decap), types with 5 or more instances in the layout <==
master	netlist	layout
nor2_1	14	14
a21oi_1	11	11
nand4_1	9	9
o31ai_1	6	6
nand3_1	7	7
xor2_1	10	10
or4_1	5	5
and4_1	5	5
nand2_1	8	8
dfrtp_1	26	26
o21ai_0	5	5
==> report_power, final <==
group / switching (W) / total (W) / internal, W
clock network: 0.0000615 / 0.000155 / 0.0000940
registers: 0.00000260 / 0.000189 / 0.000186
logic: 0.00000888 / 0.0000137 / 0.00000481
==> cell type report <==
class / instances / area share, %
clock buffers: 3 / 2.67
clock inverters: 1 / 1.94
inverters: 4 / 0.970
multi-input cells: 105 / 43.2
flip-flops and latches: 26 / 42.0
well taps: 77 / 6.22
repair buffers: 5 / 2.91
==> routing by layer <==
| metal | global-route usage (%) | up-vias | routed length [um] |
|---|---|---|---|
| li1 | - | 529 | - |
| met1 | 8.15 | 502 | 1370 |
| met2 | 8.64 | 14 | 1250 |
| met3 | 0.954 | 0 | 69 |
| met4 | 0.108 | 0 | 0 |
| met5 | 0 | - | 0 |
Power is estimated from default activity; no workload was simulated.
